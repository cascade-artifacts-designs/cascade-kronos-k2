==> design/flow/design.v <==
package kronos_types;
typedef logic [31:0] instr_t;
typedef struct packed {
    logic [31:0] pc;
    logic [31:0] ir;
} pipeIFID_t;
typedef struct packed {
    logic [31:0] pc;
    logic [31:0] ir;
    logic [31:0] op1;
    logic [31:0] op2;
    logic [31:0] addr;
    logic        basic;
    logic [3:0]  aluop;
    logic        regwr_alu;
    logic        jump;
    logic        branch;
    logic        load;
    logic        store;
    logic [3:0]  mask;
    logic        csr;
    logic        system;
    logic [1:0]  sysop;
    logic        illegal;
    logic        misaligned_jmp;
    logic        misaligned_ldst;
} pipeIDEX_t;
parameter logic [4:0] INSTR_LOAD  = 5'b00_000;
parameter logic [4:0] INSTR_STORE = 5'b01_000;
parameter logic [4:0] INSTR_BR    = 5'b11_000;
parameter logic [4:0] INSTR_JALR  = 5'b11_001;
parameter logic [4:0] INSTR_MISC  = 5'b00_011;
parameter logic [4:0] INSTR_JAL   = 5'b11_011;
parameter logic [4:0] INSTR_OPIMM = 5'b00_100;
parameter logic [4:0] INSTR_OP    = 5'b01_100;
parameter logic [4:0] INSTR_SYS   = 5'b11_100;
parameter logic [4:0] INSTR_AUIPC = 5'b00_101;
parameter logic [4:0] INSTR_LUI   = 5'b01_101;
parameter logic [3:0] ADD       = 4'b0000;
parameter logic [3:0] SUB       = 4'b1000;
parameter logic [3:0] SLT       = 4'b0010;
parameter logic [3:0] SLTU      = 4'b0011;
parameter logic [3:0] XOR       = 4'b0100;
parameter logic [3:0] OR        = 4'b0110;
parameter logic [3:0] AND       = 4'b0111;
parameter logic [3:0] SLL       = 4'b0001;
parameter logic [3:0] SRL       = 4'b0101;
parameter logic [3:0] SRA       = 4'b1101;
parameter logic [2:0] BEQ       = 3'b000;
parameter logic [2:0] BNE       = 3'b001;
parameter logic [2:0] BLT       = 3'b100;
parameter logic [2:0] BGE       = 3'b101;
parameter logic [2:0] BLTU      = 3'b110;
parameter logic [2:0] BGEU      = 3'b111;
parameter logic [1:0] EQ        = 2'b00;
parameter logic [1:0] LT        = 2'b01;
parameter logic [1:0] GT        = 2'b10;
parameter logic [1:0] BYTE      = 2'b00;
parameter logic [1:0] HALF      = 2'b01;
parameter logic [1:0] WORD      = 2'b10;
parameter logic [1:0] ECALL     = 2'b00;
parameter logic [1:0] EBREAK    = 2'b01;
parameter logic [1:0] MRET      = 2'b10;
parameter logic [1:0] WFI       = 2'b11;
parameter logic [31:0] ZERO   = 32'h0;
parameter logic [31:0] FOUR   = 32'h4;
parameter logic [3:0] SOFTWARE_INTERRUPT    = 4'd3;
parameter logic [3:0] TIMER_INTERRUPT       = 4'd7;
parameter logic [3:0] EXTERNAL_INTERRUPT    = 4'd11;
parameter logic [3:0] INSTR_ADDR_MISALIGNED = 4'd0;
parameter logic [3:0] ILLEGAL_INSTR         = 4'd2;
parameter logic [3:0] BREAKPOINT            = 4'd3;
parameter logic [3:0] LOAD_ADDR_MISALIGNED  = 4'd4;
parameter logic [3:0] STORE_ADDR_MISALIGNED = 4'd6;
parameter logic [3:0] ECALL_MACHINE         = 4'd11;
parameter logic [1:0]  CSR_RW       = 2'b01;
parameter logic [1:0]  CSR_RS       = 2'b10;
parameter logic [1:0]  CSR_RC       = 2'b11;
parameter logic [11:0] MSTATUS      = 12'h300;
parameter logic [11:0] MIE          = 12'h304;
parameter logic [11:0] MTVEC        = 12'h305;
parameter logic [11:0] MSCRATCH     = 12'h340;
parameter logic [11:0] MEPC         = 12'h341;
parameter logic [11:0] MCAUSE       = 12'h342;
parameter logic [11:0] MTVAL        = 12'h343;
parameter logic [11:0] MIP          = 12'h344;
parameter logic [11:0] MCYCLE       = 12'hB00;
parameter logic [11:0] MINSTRET     = 12'hB02;
parameter logic [11:0] MCYCLEH      = 12'hB80;
parameter logic [11:0] MINSTRETH    = 12'hB82;
parameter logic [1:0] PRIVILEGE_MACHINE = 2'b11;
parameter logic [1:0] DIRECT_MODE   = 2'b00;
endpackage
package krz_map;
parameter logic [5:0] KRZ_SCRATCH       = 6'h00;
parameter logic [5:0] KRZ_BOOTVEC       = 6'h01;
parameter logic [5:0] KRZ_GPIO_DIR      = 6'h02;
parameter logic [5:0] KRZ_GPIO_WRITE    = 6'h03;
parameter logic [5:0] KRZ_GPIO_READ     = 6'h04;
parameter logic [5:0] KRZ_UART_CTRL     = 6'h05;
parameter logic [5:0] KRZ_UART_STATUS   = 6'h06;
parameter logic [5:0] KRZ_SPIM_CTRL     = 6'h07;
parameter logic [5:0] KRZ_SPIM_STATUS   = 6'h08;
endpackage
module fifo #(
    parameter WIDTH=8,
    parameter DEPTH=32
)(
    input  logic                        clk,
    input  logic                        rstz,
    input  logic                        clear,
    output logic [$clog2(DEPTH):0]      size,
    output logic                        full,
    output logic                        empty,
    input  logic [WIDTH-1:0]            din,
    input  logic                        din_vld,
    output logic                        din_rdy,
    output logic [WIDTH-1:0]            dout,
    output logic                        dout_vld,
    input  logic                        dout_rdy
);
localparam PW = $clog2(DEPTH);
logic [WIDTH-1:0] MEM [DEPTH];
logic [PW-1:0] wraddr, rdaddr;
logic [PW:0] wrptr, rdptr;
logic wr_en, rd_en;
logic fifo_empty;
assign wr_en = din_vld && ~full;
assign wraddr = wrptr[PW-1:0];
always_ff @(posedge clk) begin
    if (~rstz) wrptr <= '0;
    else if (clear) wrptr <= '0;
    else if (wr_en) begin
        MEM[wraddr] <= din;
        wrptr <= wrptr + 1'b1;
    end
end
assign din_rdy = wr_en;
assign rd_en = (~dout_vld | dout_rdy) & ~fifo_empty;
assign rdaddr = rdptr[PW-1:0];
always_ff @(posedge clk) begin
    if (~rstz) begin
        rdptr <= '0;
        dout_vld <= 1'b0;
        dout <= '0;
    end
    else if (clear) begin
        rdptr <= '0;
        dout_vld <= 1'b0;
        dout <= '0;
    end
    else begin
        if (rd_en) begin
            dout <= MEM[rdaddr];
            dout_vld <= 1'b1;
            rdptr <= rdptr + 1'b1;
        end
        else if (dout_vld && dout_rdy) begin
            dout_vld <= 1'b0;
            dout <= '0;
        end
    end
end
assign full = (wrptr[PW] != rdptr[PW]) && (wrptr[PW-1:0] == rdptr[PW-1:0]);
assign fifo_empty = rdptr == wrptr;
assign empty = fifo_empty & ~dout_vld;
always_ff @(posedge clk) begin
    if (~rstz) size <= '0;
    else if (clear) size <= '0;
    else begin
        if (wr_en && ~(dout_vld && dout_rdy)) size <= size + 1'b1;
        else if (~wr_en && (dout_vld && dout_rdy)) size <= size - 1'b1;
    end
end
endmodule
module spi_master #(
    parameter PRESCALER_WIDTH = 16
)(
    input  logic        clk,
    input  logic        rstz,
    output logic        sclk,
    output logic        mosi,
    input  logic        miso,
    input  logic [PRESCALER_WIDTH-1:0] prescaler,
    input  logic        cpol,
    input  logic        cpha,
    input  logic [7:0]  din,
    input  logic        din_vld,
    output logic        din_rdy,
    output logic [7:0]  dout,
    output logic        dout_vld
);
logic [PRESCALER_WIDTH-1:0] timer;
logic tick;
logic [4:0] state;
logic init, done, active;
logic [7:0] tx_buffer, rx_buffer;
always_ff @(posedge clk) begin
    if (~rstz) state <= '0;
    else if (din_vld && state == '0) state <= state + 1'b1;
    else if (active && tick) state <= (done) ? '0 : state + 1'b1;
end
assign active = state != '0;
assign init = din_vld && state == '0;
assign done = state == 5'd16 && tick;
assign din_rdy = init;
assign tick = timer == prescaler;
always_ff @(posedge clk) begin
    if (~rstz) timer <= '0;
    else if (init) timer <= '0;
    else if (active) timer <= tick ? '0 : timer + 1'b1;
end
always_ff @(posedge clk) begin
    if (~rstz) sclk <= 1'b0;
    else if (init) sclk <= cpol ? ~cpha : cpha;
    else if (active) begin
        if (tick) sclk <= done ? cpol : ~sclk;
    end
    else sclk <= cpol;
end
always_ff @(posedge clk) begin
    if (~rstz) tx_buffer <= '0;
    else if (init) tx_buffer <= din;
    else if (tick && ~state[0]) tx_buffer <= tx_buffer << 1;
end
assign mosi = tx_buffer[7];
always_ff @(posedge clk) begin
    if (~rstz) rx_buffer <= '0;
    else if (init) rx_buffer <= '0;
    else if (tick && state[0] && ~done) rx_buffer <= {rx_buffer[6:0], miso};
end
assign dout = rx_buffer;
assign dout_vld = done;
endmodule
module wb_spi_master #(
    parameter BUFFER=32,
    parameter PRESCALER_WIDTH = 16
)(
    input  logic        clk,
    input  logic        rstz,
    output logic        sclk,
    output logic        mosi,
    input  logic        miso,
    input  logic [PRESCALER_WIDTH-1:0]  prescaler,
    input  logic                        cpol,
    input  logic                        cpha,
    input  logic                        tx_clear,
    input  logic                        rx_clear,
    output logic [$clog2(BUFFER):0]     tx_size,
    output logic [$clog2(BUFFER):0]     rx_size,
    input  logic [7:0]  dat_i,
    output logic [7:0]  dat_o,
    input  logic        we_i,
    input  logic        stb_i,
    output logic        ack_o
);
logic txq_ack;
logic txq_full, txq_empty;
logic [$clog2(BUFFER):0] txq_size;
logic txq_din_vld, txq_din_rdy;
logic txq_dout_vld, txq_dout_rdy;
logic [7:0] txq_din, txq_dout;
logic rxq_ack;
logic rxq_full, rxq_empty;
logic [$clog2(BUFFER):0] rxq_size;
logic rxq_din_vld, rxq_din_rdy;
logic rxq_dout_vld, rxq_dout_rdy;
logic [7:0] rxq_din, rxq_dout;
fifo #(
    .WIDTH(8     ),
    .DEPTH(BUFFER)
) u_txq (
    .clk     (clk         ),
    .rstz    (rstz        ),
    .clear   (tx_clear    ),
    .size    (txq_size    ),
    .full    (txq_full    ),
    .empty   (txq_empty   ),
    .din     (txq_din     ),
    .din_vld (txq_din_vld ),
    .din_rdy (txq_din_rdy ),
    .dout    (txq_dout    ),
    .dout_vld(txq_dout_vld),
    .dout_rdy(txq_dout_rdy)
);
assign txq_din = dat_i;
assign txq_din_vld = stb_i & we_i & txq_ack;
fifo #(
    .WIDTH(8     ),
    .DEPTH(BUFFER)
) u_rxq (
    .clk     (clk         ),
    .rstz    (rstz        ),
    .clear   (rx_clear    ),
    .size    (rxq_size    ),
    .full    (rxq_full    ),
    .empty   (rxq_empty   ),
    .din     (rxq_din     ),
    .din_vld (rxq_din_vld ),
    .din_rdy (rxq_din_rdy ),
    .dout    (rxq_dout    ),
    .dout_vld(rxq_dout_vld),
    .dout_rdy(rxq_dout_rdy)
);
assign dat_o = rxq_dout;
assign rxq_dout_rdy = stb_i & ~we_i & rxq_ack;
always_ff @(posedge clk) begin
    if (~rstz) begin
        txq_ack <= 1'b0;
        rxq_ack <= 1'b0;
    end
    else begin
        txq_ack <= stb_i & we_i;
        rxq_ack <= stb_i & ~we_i;
    end
end
assign tx_size = txq_size;
assign rx_size = rxq_size;
assign ack_o = stb_i & (txq_ack | rxq_ack);
spi_master #(
    .PRESCALER_WIDTH(PRESCALER_WIDTH)
)u_spim (
    .clk      (clk         ),
    .rstz     (rstz        ),
    .sclk     (sclk        ),
    .mosi     (mosi        ),
    .miso     (miso        ),
    .prescaler(prescaler   ),
    .cpol     (cpol        ),
    .cpha     (cpha        ),
    .din      (txq_dout    ),
    .din_vld  (txq_dout_vld),
    .din_rdy  (txq_dout_rdy),
    .dout     (rxq_din     ),
    .dout_vld (rxq_din_vld )
);
endmodule
==> design/flow/run.sh <==
#!/bin/bash
# OpenROAD 26Q1-2900-gdf79404cd8, Yosys 0.63+post, stock flow scripts
make -C /OpenROAD-flow-scripts/flow DESIGN_CONFIG=/design/flow/config.mk WORK_HOME=/design/flow/orfs finish
==> design/flow/config.mk <==
export PLATFORM = sky130hd
export DESIGN_NAME = wb_spi_master
export DESIGN_NICKNAME = wb_spi_master
export VERILOG_FILES = /design/flow/design.v
export SDC_FILE = /design/flow/constraint.sdc
export NUM_CORES = 4
export LEC_CHECK = 1
export CORE_UTILIZATION = 40
==> design/flow/constraint.sdc <==
current_design wb_spi_master

set clk_period 5.1
set clk_io_pct 0.2

create_clock -name clk0 -period $clk_period [get_ports {clk}]

set non_clock_inputs [all_inputs -no_clocks]
set_input_delay [expr $clk_period * $clk_io_pct] -clock clk0 $non_clock_inputs
set_output_delay [expr $clk_period * $clk_io_pct] -clock clk0 [all_outputs]
==> summary.txt <==
The run has ended; figures from its reports follow.

In the layout the commonest cells are sky130_fd_sc_hd__edfxtp_1 (512), sky130_fd_sc_hd__nor2_1 (146), sky130_fd_sc_hd__mux4_2 (128). OpenSTA lists the critical path endpoint as u_rxq.size[5]$_SDFFE_PP0P_. Summing all placed instances gives a cell area of 26500 um2.

The hold violation count in the final report is 0. Yosys stat counts 1473 cells in the synthesized netlist. By area the synthesized netlist is led by sky130_fd_sc_hd__edfxtp_1 (62%), sky130_fd_sc_hd__mux4_2 (12%), sky130_fd_sc_hd__dfxtp_1 (8.4%), sky130_fd_sc_hd__nor2_1 (2.2%), sky130_fd_sc_hd__xor2_1 (2.0%). The headroom to the max-slew limit is 35.3%. In this run the critical register-to-register path is captured at u_rxq.size[5]$_SDFFE_PP0P_. The flow reports an fmax of 0.259 GHz. The number of DRC markers after the initial detailed-route iteration is 781. The routed wire length is 51800 um. The area fraction of the dominant cell type after synthesis came out at 61.7%. The number of cells upsized or downsized after cts is 0. The root buffer cell is sky130_fd_sc_hd__clkbuf_16. Buffers placed on the I/O ports in this run total 55.

The top logic cell by instance count in the layout is sky130_fd_sc_hd__edfxtp_1. The top fanout value on the critical path came out at 8. The post-DP HPWL is 32300 um.

The count of different cell masters after synthesis is 58. The post-layout period usage of the worst path is 75.8%. The final setup slack of the worst path is 1.23 ns. The number of optimization iterations in the first detailed-route pass is 5. The number of antenna violations at the first check in global routing was 0.

Looking at the clock tree report, the maximum root-to-sink buffer count equals 3. The run finished with clean final reports. The launch instance of the worst register-to-register path is u_spim.state[0]$_SDFFE_PN0P_. The clock period minus worst slack is 3.87 ns. Looking at the setup timing report, the critical path kind is input port to flop.

The width of the die is 252 um. The number of diodes came out at 0. After layout, the setup clock skew is reported as 0.0155 ns.

The number of global-route vias before repair came out at 13900. The data arrival time at the worst-slack endpoint came out at 4.34 ns. The CTS tree is yes.

The total power per unit cell area came out at 358 nW/um2. The number of H-tree levels came out at 3. The wire length per cell is 21.1 um. Per the OpenROAD floorplan log, the height of the die is 252 um.

STA classifies the critical path startpoint as an input port. The last timing report of the flow puts the setup violation total at 0. Setup repair after global routing left no endpoint under its margin.

The share of layout cells above drive strength 1 is 18.5%. The overall track demand over capacity in global routing came out at 18.3%. The post-synthesis area per instance came out at 16.9 um2.

The design draws 0.0102 W. The number of synthesized register bits came out at 616. The placement summary gives the final routability congestion estimate as 0.861. The worst-case vdd ir drop is 0.000284 V. Looking at the cell usage after synthesis, the top flip-flop cell is sky130_fd_sc_hd__edfxtp_1. The leakage power total came out at 9.45 nW.

The transition time of the tightest slew-check pin is 0.966 ns. In the final routing, the length of wire on met1 measures 19500 um. Sequential elements use 70.1% of the synthesized area. The stage logs contain a warning count of 33. The post-synthesis async set-or-reset flop share is 0%. The worst hold slack is 0.437 ns.

The number of clock buffers inserted by TritonCTS is 67. The path class of the tightest hold or removal check is flop to flop. The worst register-to-register path depth is 15. The via count is 12800. TritonCTS reports the number of clock sinks as 616. The overall overflow remaining after global route came out at 0. Hold repair after CTS inserted 0 buffers. The site row count came out at 91. In the synthesized netlist, the number of instances is 1473. In this run, synthesis inferred 512 flip-flops with an integrated enable. The synthesized netlist occupies a cell area of 24900 um2. The average vias per placed instance is 5.22. The yosys warning tally came out at 3.

At the later pin of the worst-skew pair, clock insertion delay measures 0.60 ns. The routed design uses 25800 um of met2 wire. Per the repair_timing log after CTS, setup buffers inserted total 0.

Yosys reports a chip area of 24900 um2. The remaining antenna violation count is 0. According to the floorplan report, the total die area is 63300 um2. The effective utilization at floorplan is 40.4%. Tracing the worst setup path back leads to its startpoint at prescaler[8]. The endpoint required time on the critical path is 5.57 ns. In this run the layout overhead on the synthesized area is reported as 14.8%. The total of max-cap violations came out at 0. STA reports a reg2reg setup slack of 1.60 ns.

Max-slew check failures listed in the final report amount to 0. The number of DRC violations after detailed routing came out at 0. The clock edge transition at the registers on the reported setup and hold paths is 0.06 ns. The synthesized design spends more area on one cell type than any other, namely sky130_fd_sc_hd__edfxtp_1. The post-route standard cell area excluding fillers is 28600 um2. The setup slack after placement came out at 0.570 ns.

STA classifies the critical path endpoint as a flop. The wire length of the first global-routing pass came out at 80200 um. The number of I/O pins came out at 56. The core area is 61600 um2. The topmost layer with routed signal wires is met4.

Entering global routing, the biggest net connects 38 pins. The met3 wire length is 5000 um. The aggregate negative setup slack came out at 0 ns.
worst max-delay path: stages:
cell	delay [ns]
sky130_fd_sc_hd__clkdlybuf4s50_1	0.42
sky130_fd_sc_hd__xor2_1	0.15
sky130_fd_sc_hd__nor4_2	0.36
sky130_fd_sc_hd__and4_1	0.33
sky130_fd_sc_hd__and3_1	0.51
sky130_fd_sc_hd__ha_1	0.36
sky130_fd_sc_hd__inv_1	0.16
sky130_fd_sc_hd__ha_1	0.33
sky130_fd_sc_hd__a21oi_1	0.17
sky130_fd_sc_hd__nand2_1	0.10
sky130_fd_sc_hd__a21o_1	0.18
sky130_fd_sc_hd__nand2_1	0.08
sky130_fd_sc_hd__a21o_1	0.08
sky130_fd_sc_hd__nand3_1	0.06
final cells by class:
class | instances | area (um2)
Inverter | 32 | 120
Tap cell | 837 | 1050
Fill cell | 5107 | 33000
Clock buffer | 85 | 1840
Multi-Input combinational cell | 754 | 6970
Sequential cell | 616 | 17500
Timing Repair Buffer | 93 | 848
Clock inverter | 36 | 324
cell usage after synthesis, types with 2 or more instances:
| library cell | count |
|---|---|
| sky130_fd_sc_hd__o21ai_0 | 12 |
| sky130_fd_sc_hd__ha_1 | 24 |
| sky130_fd_sc_hd__buf_2 | 17 |
| sky130_fd_sc_hd__edfxtp_1 | 512 |
| sky130_fd_sc_hd__o22ai_1 | 2 |
| sky130_fd_sc_hd__clkbuf_1 | 32 |
| sky130_fd_sc_hd__and4_1 | 4 |
| sky130_fd_sc_hd__buf_6 | 7 |
| sky130_fd_sc_hd__a21o_1 | 5 |
| sky130_fd_sc_hd__nor2_1 | 146 |
| sky130_fd_sc_hd__mux4_2 | 128 |
| sky130_fd_sc_hd__buf_1 | 7 |
| sky130_fd_sc_hd__a31oi_1 | 4 |
| sky130_fd_sc_hd__nor4_2 | 4 |
| sky130_fd_sc_hd__nand2_1 | 58 |
| sky130_fd_sc_hd__nor3_1 | 2 |
| sky130_fd_sc_hd__o21a_1 | 3 |
| sky130_fd_sc_hd__fa_1 | 2 |
| sky130_fd_sc_hd__or3_1 | 3 |
| sky130_fd_sc_hd__mux2i_1 | 45 |
| sky130_fd_sc_hd__buf_4 | 8 |
| sky130_fd_sc_hd__dfxtp_1 | 104 |
| sky130_fd_sc_hd__nand3_2 | 4 |
| sky130_fd_sc_hd__xor2_1 | 56 |
| sky130_fd_sc_hd__a31oi_2 | 2 |
| sky130_fd_sc_hd__nand2b_1 | 2 |
| sky130_fd_sc_hd__a211oi_1 | 33 |
| sky130_fd_sc_hd__a22oi_1 | 16 |
| sky130_fd_sc_hd__o21ai_1 | 6 |
| sky130_fd_sc_hd__nand4_1 | 19 |
| sky130_fd_sc_hd__and3_1 | 9 |
| sky130_fd_sc_hd__nor2b_1 | 36 |
| sky130_fd_sc_hd__and2_1 | 4 |
| sky130_fd_sc_hd__nand3_1 | 25 |
| sky130_fd_sc_hd__nor4_1 | 3 |
| sky130_fd_sc_hd__and3_2 | 2 |
| sky130_fd_sc_hd__inv_1 | 32 |
| sky130_fd_sc_hd__a21oi_1 | 47 |
| sky130_fd_sc_hd__xnor2_1 | 16 |
| sky130_fd_sc_hd__nor3b_1 | 2 |
| sky130_fd_sc_hd__nor3_2 | 2 |
| sky130_fd_sc_hd__o211a_1 | 7 |
| sky130_fd_sc_hd__nand3b_1 | 6 |
cells by family after synthesis:
family | after synthesis | synth area share (%)
DFF | 616 | 70.1
adders and majority gates | 26 | 1.37
buffers and inverters | 103 | 1.97
xor gates and xnor gates | 72 | 2.53
AOI/OAI and AO/OA | 144 | 3.88
muxes | 173 | 13.4
and+or+nand+nor | 339 | 6.80
state kept, by name, summed over array words and instances, names as in the netlist, 8 cells and up, named ones only:
register and flops:
u_rxq.MEM 256, u_rxq.dout 8, u_spim.rx_buffer 8, u_spim.timer 16
u_spim.tx_buffer 8, u_txq.MEM 256, u_txq.dout 8
per-stage QoR:
| step | instances | util, % |
|---|---|---|
| 3_5_place_dp | 2332 | 42.9 |
| 3_3_place_gp | 2332 | 42.9 |
| 6_report | 2453 | 46.5 |
| 4_1_cts | 2453 | 46.5 |
| 2_1_floorplan | 1473 | - |
| 5_1_grt | 2453 | 46.5 |
worst min path at each step:
stage / cells after the start / endpoint / from / slack [ns]
CTS: 2 / u_txq.dout[3]$_SDFFE_PP0P_ / u_txq.dout[3]$_SDFFE_PP0P_ / 0.44
global route: 2 / u_txq.dout[6]$_SDFFE_PP0P_ / u_txq.dout[6]$_SDFFE_PP0P_ / 0.47
finish: 2 / u_txq.dout[3]$_SDFFE_PP0P_ / u_txq.dout[3]$_SDFFE_PP0P_ / 0.44
layer usage:
layer	vias to the layer above	global-route usage, %
met2	449	29.1
met5	-	0
met4	0	4.41
met3	94	8.87
met1	6336	23.8
li1	5932	-
where the power goes:
part	total (W)	switching [W]	internal [W]
clock	0.00471	0.00193	0.00277
sequential	0.00541	0.00000387	0.00541
combinational	0.000118	0.0000717	0.0000466
total	0.0102	0.00201	0.00823
Power is estimated from default activity; no workload was simulated.
